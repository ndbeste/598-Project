File: ./run.sh
#!/bin/bash
# OpenROAD 26Q1-2900-gdf79404cd8, Yosys 0.63+post, stock flow scripts
make -C /OpenROAD-flow-scripts/flow DESIGN_CONFIG=/design/flow/config.mk WORK_HOME=/design/flow/orfs finish
File: ./design.v
module count(
   input  logic clk,
   input  logic rst,
   output logic [15:0] count);
always_ff @(posedge clk) begin
    priority case(1'b1)
       ~rst: begin
          count <= 16'hFFFF;
       end
       1'b1: begin
          count <= count + 1'b1;
     end
   endcase
end
endmodule
File: ./config.mk
export PLATFORM = sky130hd
export DESIGN_NAME = count
export DESIGN_NICKNAME = count
export VERILOG_FILES = /design/flow/design.v
export SDC_FILE = /design/flow/constraint.sdc
export NUM_CORES = 4
export LEC_CHECK = 1
export CORE_AREA = 10 10 86 86
export DIE_AREA = 0 0 96 96
File: ./constraint.sdc
current_design count

set clk_period 2.6
set clk_io_pct 0.2

create_clock -name clk0 -period $clk_period [get_ports {clk}]

set non_clock_inputs [all_inputs -no_clocks]
set_input_delay [expr $clk_period * $clk_io_pct] -clock clk0 $non_clock_inputs
set_output_delay [expr $clk_period * $clk_io_pct] -clock clk0 [all_outputs]
==> metrics.log <==
[metrics] run summary
INFO  metric status = completed
INFO  metric grt_pass1_wl = 2730 µm
INFO  metric critical_path.cell_chain = clkdlybuf4s50_1
INFO  metric placementRows = 27
INFO  metric powerDensity = 1020 mW/mm²
INFO  metric top_regs = count x16
INFO  metric filler_cell_count = 624
INFO  metric cts_htree_levels = 1
INFO  metric ctsRootBufferMaster = clkbuf_8
INFO  metric finalHoldViolations = 0
INFO  metric placement_setup_slack = 894 ps
INFO  metric hpwl = 1230 µm
INFO  metric crit_family = buffers and inverters
INFO  metric antenna_cells = 0
INFO  metric cp_data_required_time = 2080 ps
INFO  metric largest_register_ffs = 16
INFO  metric max-slew-margin-rel = 61.4%
INFO  metric fraction_of_layout_instances_using_a_drive_strength_above_1 = 6.38%
INFO  metric worstMarginPinSlew = 578 ps
INFO  metric vertical_extent_of_the_die = 96 µm
INFO  metric vdd.ir_drop.worst = 0.213 mV
INFO  metric tritoncts = built
INFO  metric critPathBufInv = 1
INFO  metric floorplan.die_area = 0.00922 mm²
INFO  metric seq_area_frac_synth = 47.8%
INFO  metric cts.sink_count = 16
INFO  metric worst-endpoint-arrival = 1230 ps
INFO  metric floorplan.io_pins = 18
INFO  metric fp.dieW = 96 µm
INFO  metric clockBufferDepth = 2
INFO  metric cts_hold_buffers = 0
INFO  metric detail_route.wl_per_cell = 9.55 µm
INFO  metric period_needed = 1750 ps
INFO  metric drt_first_iter_violations = 31
INFO  metric ant_nets = 0
INFO  metric global_route.overflow_total = 0
INFO  metric area_delta_synth_final = 44.4%
INFO  metric most-common-layout-cells = clkdlybuf4s50_1 (17), dfxtp_1 (16), nand2_1 (15)
INFO  metric timing.final.ws_setup = 853 ps
INFO  metric groute.usage.overall = 3.68%
INFO  metric cts_post_setup_buffers_inserted = 0
INFO  metric cpPeakStageDelay = 520 ps
INFO  metric cp_max_fo = 6
INFO  metric wirelength = 1590 µm
INFO  metric cpMaxStageDelayCell = clkdlybuf4s50_1
INFO  metric synth.cell_area = 671 µm²
INFO  metric share_clk_of_total_power = 18.2%
INFO  metric worstHoldPathType = reg -> reg
INFO  metric synth-area-yosys = 671 µm²
INFO  metric warnings = 25
INFO  metric setup-violations-final = 0
INFO  metric synthesis.instances = 75
INFO  metric layout.cells.most_common = clkdlybuf4s50_1
INFO  metric finalClockSkew = 1.38 ps
INFO  metric synth.yosys.num_cells = 75
INFO  metric clk_latency = 240 ps
INFO  metric drc = 0
INFO  metric finalSetupTns = 0 ps
INFO  metric synth.ff_latch_count = 16
INFO  metric antenna_found_initial = 0
INFO  metric regMostFlops = count
INFO  metric intPower = 663 µW
INFO  metric netlist-cell-type-count = 19
INFO  metric synthesis.yosys.warnings = 1
INFO  metric timing.fmax = 572 MHz
INFO  metric worst_setup_path_end_kind = primary output
INFO  metric postCtsResizedCells = 0
INFO  metric power.share.sequential = 41.2%
INFO  metric number_of_global_route_vias_before_repair = 534
INFO  metric p_sw = 325 µW
INFO  metric grt_max_degree = 17
INFO  metric cts.clk_slew.worst_paths = 60 ps
INFO  metric total_cts_buffers = 3
INFO  metric initial_core_util = 12.1%
INFO  metric syn-mean-instance-area = 8.94 µm²
INFO  metric worst_setup_path_start_kind = flop
INFO  metric grt_setup_unrepaired = no
INFO  metric vias_per_cell = 3.36
INFO  metric area_of_the_core_region = 0.00554 mm²
INFO  metric pleak = 0.000386 µW
INFO  metric crit_type = reg -> out
INFO  metric drt_first_pass_iters = 2
INFO  metric tally_of_max_capacitance_violations = 0
INFO  metric period_used_share = 67.2%
INFO  metric power.switching_fraction = 32.9%
INFO  metric io_buffers = 17
INFO  metric place.gp.congestion = 0.746
INFO  metric vias = 558
INFO  metric pwr-share-comb = 40.6%
INFO  metric final-max-slew-violation-count = 0
==> cell families after synthesis <==
kind of cell | after synthesis | synth area share, %
flip-flops | 16 | 47.8
XOR/XNOR | 11 | 14.4
adder cells (fa/ha/maj) | 1 | 1.87
AND/OR/NAND/NOR | 39 | 30.2
AND-OR/OR-AND | 4 | 3.55
buffers and inverters | 4 | 2.24
==> final timing paths <==
path | start | endpoint | slack [ps] | cells after the start
worst max-delay path | count[2] | count[2] | 850 | 1
worst min-delay path | count[0] | count[0] | 460 | 1
worst max register to register | count[0] | count[12] | 1120 | 5
worst min register to register | count[0] | count[0] | 460 | 1
==> cell type report <==
type                    count  area [µm²]  area share, %
repair buffers             17         170           17.6
inverters                   3        11.3           1.16
flip-flops and latches     16         320           33.1
multi-input cells          55         335           34.6
clock buffers               3        41.3           4.26
well taps                  72        90.1           9.30
==> synth_stat cells <==
master / number / share of area, %
nand4_4: 1 / 3.2
nand3_1: 9 / 6.7
inv_1: 3 / 1.7
a31oi_1: 1 / 0.93
nor3_1: 4 / 3.0
xor2_1: 3 / 3.9
nor4_1: 3 / 2.8
and3_2: 1 / 1.1
nand2_1: 15 / 8.4
a21o_1: 1 / 1.1
clkbuf_1: 1 / 0.56
dfxtp_1: 16 / 48
xnor2_1: 8 / 10
ha_1: 1 / 1.9
nand2b_1: 1 / 0.93
nand4_1: 2 / 1.9
o21ai_0: 2 / 1.5
nor2_1: 2 / 1.1
or3_2: 1 / 1.1
==> per-stage QoR <==
| step | area (µm²) | utilization, % | hold slack (ps) | power, µW | instances |
|---|---|---|---|---|---|
| after floorplan | 671 | - | 400 | 629 | 75 |
| after global placement | 927 | 16.7 | 442 | 823 | 163 |
| after detailed placement | 927 | 16.7 | 448 | 825 | 163 |
| after CTS | 968 | 17.5 | 462 | 1010 | 166 |
| after global routing | 968 | 17.5 | 473 | 1080 | 166 |
| final | 968 | 17.5 | 456 | 988 | 166 |
==> power groups by stage <==
stage	clock network (µW)	logic, µW	registers, µW
5_1_grt	196	462	426
4_1_cts	184	415	410
6_report	180	401	407
==> layer usage <==
layer | track usage [%] | routed length (µm) | share of wire, % | vias to the layer above
met5 | 0 | 0 | 0 | -
met4 | 0.860 | 33 | 2.1 | 0
met3 | 1.26 | 97 | 6.1 | 2
met2 | 5.94 | 766 | 48 | 10
met1 | 4.64 | 688 | 43 | 247
li1 | - | - | - | 299
Power and IR drop assume default switching activity.
