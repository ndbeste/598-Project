`/design/flow/constraint.sdc`:
```
current_design popadd125

set clk_period 16.5
set clk_io_pct 0.2

create_clock -name clk0 -period $clk_period

set non_clock_inputs [all_inputs -no_clocks]
set_input_delay [expr $clk_period * $clk_io_pct] -clock clk0 $non_clock_inputs
set_output_delay [expr $clk_period * $clk_io_pct] -clock clk0 [all_outputs]
```
`/design/flow/design.v`:
```
module popadd125
#(parameter len = 125,
  parameter bW = $clog2(len))
(
input logic [len-1:0] bits,
output logic [bW-1:0] cnt);
genvar i;
    assign cnt = bits[0]+bits[1]+bits[2]+bits[3]+bits[4]+bits[5]+bits[6]+bits[7]+bits[8]+bits[9]+
bits[10]+bits[11]+bits[12]+bits[13]+bits[14]+bits[15]+bits[16]+bits[17]+bits[18]+bits[19]+
bits[20]+bits[21]+bits[22]+bits[23]+bits[24]+bits[25]+bits[26]+bits[27]+bits[28]+bits[29]+
bits[30]+bits[31]+bits[32]+bits[33]+bits[34]+bits[35]+bits[36]+bits[37]+bits[38]+bits[39]+
bits[40]+bits[41]+bits[42]+bits[43]+bits[44]+bits[45]+bits[46]+bits[47]+bits[48]+bits[49]+
bits[50]+bits[51]+bits[52]+bits[53]+bits[54]+bits[55]+bits[56]+bits[57]+bits[58]+bits[59]+
bits[60]+bits[61]+bits[62]+bits[63]+bits[64]+bits[65]+bits[66]+bits[67]+bits[68]+bits[69]+
bits[70]+bits[71]+bits[72]+bits[73]+bits[74]+bits[75]+bits[76]+bits[77]+bits[78]+bits[79]+
bits[80]+bits[81]+bits[82]+bits[83]+bits[84]+bits[85]+bits[86]+bits[87]+bits[88]+bits[89]+
bits[90]+bits[91]+bits[92]+bits[93]+bits[94]+bits[95]+bits[96]+bits[97]+bits[98]+bits[99]+
bits[100]+bits[101]+bits[102]+bits[103]+bits[104]+bits[105]+bits[106]+bits[107]+bits[108]+bits[109]+
bits[110]+bits[111]+bits[112]+bits[113]+bits[114]+bits[115]+bits[116]+bits[117]+bits[118]+bits[119]+
bits[120]+bits[121]+bits[122]+bits[123]+bits[124];
endmodule
```
`/design/flow/config.mk`:
```
export PLATFORM = sky130hd
export DESIGN_NAME = popadd125
export DESIGN_NICKNAME = popadd125
export VERILOG_FILES = /design/flow/design.v
export SDC_FILE = /design/flow/constraint.sdc
export NUM_CORES = 4
export LEC_CHECK = 1
export CORE_UTILIZATION = 50
```
`/design/flow/run.sh`:
```
#!/bin/bash
# OpenROAD 26Q1-2900-gdf79404cd8, Yosys 0.63+post, stock flow scripts
make -C /OpenROAD-flow-scripts/flow DESIGN_CONFIG=/design/flow/config.mk WORK_HOME=/design/flow/orfs finish
```
==> deck_impl_summary.md <==
Synthesis and Place & Route Summary

Cells and area
  – Summed area of non-filler cells in the final layout: 4770 um2
  – Clock buffer count: 0
  – Flop Count: 0
  – P&R area growth vs syn: 42.3%
  – Final non-filler cell total: 545
  – Layout cell share with drive strength beyond 1: 0.214%
  – Sequential cell area: 0 um2

STA
  – Unrepaired setup endpoints after global routing: false
  – Worst Hold Margin: between 7 and 8 ns
  – Final worst-path cycle share: 83.9%
  – Setup TNS: 0 ns
  – Final count of negative-setup-slack endpoints: 0
  – Max Clock Freq: 0.0723 GHz
  – Number of hold-slack violations in the final timing report: 0
  – Worst max-slew margin expressed relative to the limit: about four fifths
  – Final critical delay including setup and external delays: ~14 ns
  – Number of slew-limit violations in the final report: 0
  – Pin slew with the least headroom to its limit: between 0.2 and 0.3 ns

GRT
  – Pin count of the biggest net entering global routing: 9
  – First-pass GRT wire length: about 9.9 mm
  – Sum of overflow across all layers after global routing: 0
  – Number of global-route vias before repair: 2556
  – Initial antenna violation count: 0
  – Aggregate global-route resource usage: 18.6%

Synthesis
  – Number of warnings printed during yosys synthesis: 0
  – Post-Syn Area: 3350 um2
  – Synth unique cells: 20
  – Synthesized instance count: 336
  – Synth area leader: sky130_fd_sc_hd__fa_1
  – Post-synthesis cell type with the largest instance count: sky130_fd_sc_hd__inv_1
  – Sequential share of the synthesized area: 0%
  – Average cell area after synthesis: 9.96 um2
  – Area share, top type: slightly below 70%
  – Synth top area cells: sky130_fd_sc_hd__fa_1 (68%), sky130_fd_sc_hd__inv_1 (20%), sky130_fd_sc_hd__ha_1 (7.1%)
  – Number of standard cells reported by yosys: ~340
  – Yosys-reported design area after synthesis: 3350 um2
  – Post-synth top cells: sky130_fd_sc_hd__inv_1 (180), sky130_fd_sc_hd__fa_1 (113), sky130_fd_sc_hd__ha_1 (19)

Detailed routing
  – DRC: 0
  – Initial detailed-routing violation count: 34
  – Number of vias in the routed layout: roughly 2400
  – Routed length per instance: between 9 and 10 um
  – Number of inserted diodes: 0
  – Aggregate routed wire length: between 5 and 6 mm
  – Via density per instance: about 4.4
  – Detailed Routing Iterations Pass 1: 23
  – Antenna viol nets, final: 0

Floorplanning
  – Num ports: around 130
  – Width of the chip: roughly 84 um
  – Floorplan die height: 83.8 um
  – Std cell rows: 29
  – Die ar.: approximately 7000 um2
  – Core region area: ~6400 um2
  – Fraction of the core area occupied by cells at floorplan: around 52%

Critical path
  – Setup Crit Path Kind: in -> out
  – Worst Path Required: 13.20 ns
  – Crit path launch type: input port
  – Crit. End Element: primary output
  – Largest fanout on the critical path: 3
  – Crit path DAT: 10.54 ns

CTS
  – Post-cts gate resize count: 0
  – Number of hold-repair buffers added at the cts stage: 0
  – Post-CTS Repair Setup Buffers: 0

Outcome
  – Run status: finished, final reports clean

Placed design
  – Placement-stage cell area: around 4800 um2
  – Detailed placer's ending HPWL: between 5 and 6 mm
  – Tally of buffers added on design ports: between 100 and 150
  – Placed Cells: between 500 and 600
  – GP Congestion: ~0.79

Min path
  – Hold crit path type: in -> out
  – Worst hold path depth: 3
  – Hold Crit Endpoint: cnt[0]
  – Startpoint of the lowest-slack hold path: bits[4]

Run
  – Stage-log warning count: 33
  – Max-cap violations: 0
-- logic make-up (layout without fill, tap and decap cells) --
| logic type | Yosys count | count (layout) | synth area share, % |
|---|---|---|---|
| AOI/OAI and AO/OA | 14 | 14 | 2.99 |
| adders and majority gates | 132 | 132 | 74.7 |
| buffers and inverters | 180 | 312 | 20.2 |
| and+or+nand+nor | 7 | 7 | 1.38 |
| xor gates and xnor gates | 3 | 3 | 0.785 |
-- metrics by stage --
stage | setup WS (ns) | util (%)
detailed placement | 2.63 | 74.2
global route | 2.32 | 74.2
finish | 2.66 | 74.2
CTS | 2.62 | 74.2
global placement | 2.67 | 74.2
floorplan | 3.88 | -
-- worst max-delay path: stages --
cell                              delay [ns]
sky130_fd_sc_hd__clkdlybuf4s50_1        0.43
sky130_fd_sc_hd__fa_1                   0.54
sky130_fd_sc_hd__inv_1                  0.05
sky130_fd_sc_hd__fa_1                   0.49
sky130_fd_sc_hd__inv_1                  0.05
sky130_fd_sc_hd__fa_1                   0.49
sky130_fd_sc_hd__inv_1                  0.05
sky130_fd_sc_hd__fa_1                   0.47
sky130_fd_sc_hd__inv_1                  0.06
sky130_fd_sc_hd__fa_1                   0.48
sky130_fd_sc_hd__inv_1                  0.05
sky130_fd_sc_hd__fa_1                   0.45
sky130_fd_sc_hd__fa_1                   0.54
sky130_fd_sc_hd__fa_1                   0.44
sky130_fd_sc_hd__fa_1                   0.49
sky130_fd_sc_hd__inv_1                  0.05
sky130_fd_sc_hd__fa_1                   0.41
sky130_fd_sc_hd__fa_1                   0.44
sky130_fd_sc_hd__a211oi_1               0.33
sky130_fd_sc_hd__nor4b_1                0.10
sky130_fd_sc_hd__a2111oi_1              0.31
sky130_fd_sc_hd__clkdlybuf4s50_1        0.53
-- layer usage --
layer,share of wire (%),vias up,track usage (%),wire length [um]
li1,-,1141,-,-
met1,42,1146,35.3,2180
met2,50,82,28.0,2600
met3,7.3,2,2.61,374
met4,0.23,0,0.313,12
met5,0,-,0,0
-- worst max path at each step --
stage	startpoint	endpoint	slack, ns	cells past startpoint
6_report	bits[53]	cnt[6]	2.66	22
5_1_grt	bits[47]	cnt[6]	2.32	22
4_1_cts	bits[53]	cnt[6]	2.62	22
-- area by class of cell --
type	count	area, um2
tap	77	96.3
timing repair buffer	132	1320
fill	464	1660
multi-input combinational	156	2670
inverter	180	676
-- cell usage in the layout, fill, tap and decap left out --
| cell type | netlist | layout |
|---|---|---|
| sky130_fd_sc_hd__nand3b_1 | 1 | 1 |
| sky130_fd_sc_hd__or4b_1 | 1 | 1 |
| sky130_fd_sc_hd__o2111ai_1 | 1 | 1 |
| sky130_fd_sc_hd__a2111oi_1 | 1 | 1 |
| sky130_fd_sc_hd__a21o_2 | 1 | 1 |
| sky130_fd_sc_hd__clkdlybuf4s50_1 | 0 | 132 |
| sky130_fd_sc_hd__nor4b_1 | 1 | 1 |
| sky130_fd_sc_hd__o31ai_1 | 1 | 1 |
| sky130_fd_sc_hd__a21oi_1 | 3 | 3 |
| sky130_fd_sc_hd__o21ai_0 | 2 | 2 |
| sky130_fd_sc_hd__a21o_1 | 1 | 1 |
| sky130_fd_sc_hd__inv_1 | 180 | 180 |
| sky130_fd_sc_hd__fa_1 | 113 | 113 |
| sky130_fd_sc_hd__nor2_1 | 3 | 3 |
| sky130_fd_sc_hd__xor2_1 | 1 | 1 |
| sky130_fd_sc_hd__xnor2_1 | 2 | 2 |
| sky130_fd_sc_hd__o211ai_1 | 1 | 1 |
| sky130_fd_sc_hd__a211oi_1 | 2 | 2 |
| sky130_fd_sc_hd__ha_1 | 19 | 19 |
| sky130_fd_sc_hd__and3b_1 | 1 | 1 |
| sky130_fd_sc_hd__o211a_1 | 1 | 1 |
